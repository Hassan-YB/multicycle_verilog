==> design/flow/design.v <==
`timescale 1ns / 1ps
module control (clk, reset,Op, Zero, IorD, MemRead, MemWrite, MemtoReg, IRWrite,
PCSource, ALUSrcB, ALUSrcA, RegWrite, RegDst, PCSel, ALUOp);
	input clk;
	input reset;
	input [5:0] Op;
	input Zero;
	output reg IorD;
	output reg MemWrite;
	output reg MemRead;
	output reg MemtoReg;
	output reg IRWrite;
	output reg PCSource;
	output reg RegDst;
	output reg RegWrite;
	output reg ALUSrcA;
	output reg [1:0] ALUSrcB;
	output PCSel;
	output reg [1:0] ALUOp;
	reg PCWrite;
	reg PCWriteCond;
	assign
		PCSel = (PCWrite | (PCWriteCond & Zero));
	parameter FETCH = 4'b0000;
	parameter DECODE = 4'b0001;
	parameter MEMADRCOMP = 4'b0010;
	parameter MEMACCESSL = 4'b0011; 
	parameter MEMREADEND = 4'b0100; 
	parameter MEMACCESSS = 4'b0101; 
	parameter EXECUTION = 4'b0110;
	parameter RTYPEEND = 4'b0111;
	parameter BEQ = 4'b1000;
	reg [3:0] state;
	reg [3:0] nextstate;
  always@(posedge clk)
    if (reset)
		state <= FETCH;
    else
		state <= nextstate;
	always@(state or Op) begin
      	case (state)
        FETCH:  nextstate = DECODE;
        DECODE:  case(Op)
                   6'b100011:	nextstate = MEMADRCOMP; 
                   6'b101011:	nextstate = MEMADRCOMP; 
                   6'b000000:	nextstate = EXECUTION; 
                   6'b000100:	nextstate = BEQ; 
                   default: nextstate = FETCH;
                 endcase
        MEMADRCOMP:  case(Op)
                   6'b100011:      nextstate = MEMACCESSL; 
                   6'b101011:      nextstate = MEMACCESSS; 
                   default: nextstate = FETCH;
                 endcase
        MEMACCESSL:    nextstate = MEMREADEND;
        MEMREADEND:    nextstate = FETCH;
        MEMACCESSS:    nextstate = FETCH;
        EXECUTION: nextstate = RTYPEEND;
        RTYPEEND: nextstate = FETCH;
        BEQ:   nextstate = FETCH;
        default: nextstate = FETCH;
      endcase
    end
	always@(state) begin
	IorD=1'b0; MemRead=1'b0; MemWrite=1'b0; MemtoReg=1'b0; IRWrite=1'b0; PCSource=1'b0;
	ALUSrcB=2'b00; ALUSrcA=1'b0; RegWrite=1'b0; RegDst=1'b0; PCWrite=1'b0; PCWriteCond=1'b0; ALUOp=2'b00;
    	case (state)
        FETCH:
          begin
            MemRead = 1'b1;
            IRWrite = 1'b1;
            ALUSrcB = 2'b01;
            PCWrite = 1'b1;
          end
        DECODE:
	    ALUSrcB = 2'b11;
        MEMADRCOMP:
          begin
            ALUSrcA = 1'b1;
            ALUSrcB = 2'b10;
          end
        MEMACCESSL:
          begin
            MemRead = 1'b1;
            IorD    = 1'b1;
          end
        MEMREADEND:
          begin
            RegWrite = 1'b1;
	    MemtoReg = 1'b1;
            RegDst = 1'b0;
          end
        MEMACCESSS:
          begin
            MemWrite = 1'b1;
            IorD     = 1'b1;
          end
        EXECUTION:
          begin
            ALUSrcA = 1'b1;
            ALUOp   = 2'b10;
          end
        RTYPEEND:
          begin
            RegDst   = 1'b1;
            RegWrite = 1'b1;
          end
        BEQ:
          begin
            ALUSrcA = 1'b1;
            ALUOp   = 2'b01;
            PCWriteCond = 1'b1;
	    PCSource = 2'b01;
          end
      endcase
    end
endmodule
==> design/flow/run.sh <==
#!/bin/bash
# OpenROAD 26Q1-2900-gdf79404cd8, Yosys 0.63+post, stock flow scripts
make -C /OpenROAD-flow-scripts/flow DESIGN_CONFIG=/design/flow/config.mk WORK_HOME=/design/flow/orfs finish
==> design/flow/config.mk <==
export PLATFORM = sky130hd
export DESIGN_NAME = control
export DESIGN_NICKNAME = control
export VERILOG_FILES = /design/flow/design.v
export SDC_FILE = /design/flow/constraint.sdc
export NUM_CORES = 4
export LEC_CHECK = 1
export CORE_AREA = 10 10 70 70
export DIE_AREA = 0 0 80 80
==> design/flow/constraint.sdc <==
current_design control

set clk_period 2.6
set clk_io_pct 0.2

create_clock -name clk0 -period $clk_period [get_ports {clk}]

set non_clock_inputs [all_inputs -no_clocks]
set_input_delay [expr $clk_period * $clk_io_pct] -clock clk0 $non_clock_inputs
set_output_delay [expr $clk_period * $clk_io_pct] -clock clk0 [all_outputs]
==> job_summary.md <==
### Metrics collected by this job

| Metric | Value |
|---|---|
| Hold Buf Count CTS | `0` |
| Floorplan core density | `21.4%` |
| Most common logic cells in the final layout | `22 x clkdlybuf4s50_1, 16 x dfxtp_1, 8 x nor2_1` |
| Critical Path End Type | `flip-flop` |
| RSZ-0062 raised after global routing | `false` |
| GR Overflow Total | `0` |
| Die ar. | `6400 um^2` |
| Die Y | `approximately 80 um` |
| Clock group share of total power | `about a third` |
| Reg2reg setup slack | `0.67 ns` |
| Top FF cell, synth | `dfxtp_1` |
| Max IR drop VDD | `approximately 280 uV` |
| R2r startpoint | `state[0]` |
| H-tree depth | `1` |
| Synth Area in Adders | `under 10%` |
| Logic area | `~380 um^2` |
| Post-synth ARST share | `0%` |
| Setup crit start kind | `primary input` |
| FF/Latch Area | `between 300 and 400 um^2` |
| GRT Overall Usage | `5.50%` |
| DP Wirelength | `1.36 mm` |
| Final ANT Viol Nets | `0` |
| Synth Seq Share | `43.9%` |
| Crit-path leading delay family | `simple AND/OR/NAND/NOR gates` |
| Switching Share | `roughly a fifth` |
| Critical R2R Capture | `ALUSrcA` |
| Antenna Cells | `0` |
| Slew Viols, Final | `0` |
| Comb pwr share | `11.7%` |
| First-pass GRT wire length | `~2.9 mm` |
| DR pass1 iterations | `4` |
| Synth-to-Final Area Change | `45.1%` |
| Die Wd | `80 um` |
| Synth Register Bits | `16` |
| Iteration-0 DRC Markers | `21` |
| Number of max-cap violations | `0` |
| Yosys aoi share | `between 10% and 20%` |
| Status | `finished, final reports clean` |
| IO Pins | `23` |
| Residual DRC | `0` |
| Distinct cells, synth | `35` |
| Sw power | `97.6 uW` |
| Worst slew margin | `roughly 70%` |
| Number of synthesized flops with an enable pin | `0` |
| Clk sinks | `16` |
| YS warnings | `1` |
| DR vias/cell | `4.24` |
| Rows | `21` |
| Final period util | `86.4%` |
| Worst Hold Path Cells | `1` |
| Worst-path maximum fanout | `3` |
| Mux contribution to synthesized area | `3.60%` |
| Final WL | `1.67 mm` |
| Pin count of the biggest net entering global routing | `12` |
| CTS tree | `done` |
| Root Buffer | `clkbuf_4` |
| Pleak | `about 0.43 nW` |
| Number of global-route vias before repair | `approximately 620` |
| Post-Syn Area | `729 um^2` |
| Min Tclk post-route | `2.25 ns` |
| Antenna violations before repair | `0` |
| Clock buffer depth | `2` |
| Final Core Density | `31.0%` |
| Crit path cell chain | `clkdlybuf4s50_1 -> nor4_1 -> nand3_1 -> o21ai_0 -> a31oi_1 -> ha_1 -> mux2_2` |
| Post-Synthesis Cells | `about 74` |
| Commonest Layout Cell | `clkdlybuf4s50_1` |
| XOR Share, Synth | `0%` |
| Cells in synth_stat.txt | `around 74` |
| Setup violators final | `0` |
| Fin Setup TNS | `0 ns` |
| Setup Crit Path Kind | `primary input to flip-flop` |
| Routed WL per cell | `~11 um` |
| Clk ins delay skew pair | `approximately 0.28 ns` |
| Simple-Gate Fraction of Synth Area | `24.7%` |
| Avg Cell Area, Syn | `between 9 and 10 um^2` |
| Worst Hold Launch | `state[0]` |
| Critical Path RT | `between 2 and 3 ns` |
| Share of power burned in registers | `54.3%` |
| Clk pin slew, worst setup/hold paths | `roughly 0.09 ns` |
| Final GP Congestion | `~0.9` |
| Port bufs | `22` |
| Fin. Hold Viols | `0` |
| CP max-delay cell | `clkdlybuf4s50_1` |
| Int Pwr | `~370 uW` |
| Dominant combinational family | `simple AND/OR/NAND/NOR gates` |
| WP buf/inv | `1` |
| Log Warnings | `28` |
| FF-to-FF path depth | `6` |
| Final non-filler cell area | `approximately 1100 um^2` |
| Post-CTS Resized | `0` |
| Skew final | `roughly 0.00076 ns` |
| Hold endpoint | `MemtoReg` |
| Placed inst area | `around 1000 um^2` |
| Measured slew at the worst slew-check pin | `approximately 0.46 ns` |
| Worst Hold Class | `flip-flop to flip-flop` |
| Share of layout cells above drive strength 1 | `between 10 and 15%` |
| Yosys synthesis chip area | `~730 um^2` |
| Number of buffers added for setup after CTS | `0` |
| CTS buffer count | `3` |
| Critical path arrival | `roughly 2.4 ns` |
| Fill count | `352` |
| Vias | `a little over 600` |
| Power Dens Cells | `442 nW/um^2` |
| Highest clock rate | `445 MHz` |
| Core Box Area | `3420 um^2` |
| Crit path largest cell delay | `around 0.44 ns` |
-- cells in the mapped netlist, drive strengths merged (2+ instances only) --
cell type	instances	area [um^2]
nor2b	3	18.8
mux2	2	26.3
o211a	2	20.0
clkbuf	2	7.51
nor3	2	10.0
nor3b	4	35.0
a31o	2	17.5
nand2	4	15.0
ha	4	50.1
nor2	8	30.0
inv	3	11.3
nand2b	3	26.3
dfxtp	16	320
-- metal layers --
metal | vias up | wire [um] | share of wire, % | GRT usage, %
li1 | 322 | - | - | -
met2 | 17 | 798 | 48 | 9.15
met3 | 2 | 189 | 11 | 2.73
met5 | - | 0 | 0 | 0
met1 | 282 | 675 | 40 | 6.58
met4 | 0 | 10 | 0.60 | 0.176
-- flip-flops by register name, indices dropped and copies added (netlist names) --
signal       cells
MemWrite         1
MemRead          1
RegWrite         1
ALUSrcA          1
RegDst           1
IorD             1
IRWrite          1
ALUSrcB          2
MemtoReg         1
state            4
ALUOp            1
PCWriteCond      1
-- cells by family (layout without fill, tap and decap cells) --
family	Yosys count	after routing
flip-flops	16	16
adder cells (fa/ha/maj)	4	4
buffers and inverters	6	33
multiplexers	2	2
AND/OR/NAND/NOR	30	30
AND-OR/OR-AND	16	16
-- power by group through the flow --
| stage | logic, mW | clock network (mW) | registers, mW |
|---|---|---|---|
| 6_report | 0.0546 | 0.159 | 0.254 |
| 5_1_grt | 0.0607 | 0.179 | 0.255 |
| 4_1_cts | 0.0551 | 0.166 | 0.254 |
-- worst max-delay path by stage --
stage | from | to | cells after the start
CTS | Op[3] | ALUSrcA | 7
global route | Op[3] | ALUSrcA | 7
finish | Op[3] | ALUSrcA | 7
-- layout make-up --
| class | count | area share [%] |
|---|---|---|
| inverters | 3 | 1.06 |
| repair buffers | 26 | 23.6 |
| clock buffers | 4 | 3.43 |
| well taps | 46 | 5.44 |
| multi-input cells | 52 | 36.2 |
| flip-flops and latches | 16 | 30.3 |
-- stage by stage --
| stage | std cells | power [mW] | hold WS [ns] | worst slack (ns) |
|---|---|---|---|---|
| after CTS | 147 | 0.475 | 0.604 | 0.348 |
| final | 147 | 0.468 | 0.602 | 0.354 |
| after detailed placement | 143 | 0.315 | 0.596 | 0.0406 |
| after global routing | 147 | 0.495 | 0.647 | 0.154 |
| after global placement | 143 | 0.314 | 0.590 | 0.0951 |
| after floorplan | 74 | 0.281 | 0.537 | 0.601 |
Power and IR drop assume default switching activity.
